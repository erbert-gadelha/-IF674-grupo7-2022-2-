File: flow/run.sh
#!/bin/bash
# OpenROAD 26Q1-2900-gdf79404cd8, Yosys 0.63+post, stock flow scripts
make -C /OpenROAD-flow-scripts/flow DESIGN_CONFIG=/design/flow/config.mk WORK_HOME=/design/flow/orfs finish
File: flow/config.mk
export PLATFORM = sky130hd
export DESIGN_NAME = ctrl_unit
export DESIGN_NICKNAME = ctrl_unit
export VERILOG_FILES = /design/flow/design.v
export SDC_FILE = /design/flow/constraint.sdc
export NUM_CORES = 4
export LEC_CHECK = 1
export CORE_AREA = 10 10 78 78
export DIE_AREA = 0 0 88 88
File: flow/constraint.sdc
current_design ctrl_unit

set clk_period 3.2
set clk_io_pct 0.2

create_clock -name clk0 -period $clk_period [get_ports {clk}]

set non_clock_inputs [all_inputs -no_clocks]
set_input_delay [expr $clk_period * $clk_io_pct] -clock clk0 $non_clock_inputs
set_output_delay [expr $clk_period * $clk_io_pct] -clock clk0 [all_outputs]
File: flow/design.v
module ctrl_unit( 
    input wire      clk,
    input wire    reset, 
    input wire    Of,  
    input wire    Ng,  
    input wire    Zr,  
    input wire    Eq,  
    input wire    Gt,  
    input wire    Lt,  
    input wire  [5:0]    OPCODE,  
    input wire [5:0] funct,
    output reg    PC_w, 
    output reg    MEM_w,
    output reg    IR_w,
    output reg    Reg_w,
    output reg    AB_w,
    output reg [2:0]    ULA_c,
    output reg    M_WREG,
    output reg    M_ULAA,
    output reg  [1:0]    M_ULAB,
    output reg aluOut_w,  
    output reg MemRead, 
    output reg ALUSrcA,  
    output reg [1:0] ALUSrcB,  
    output reg [1:0] ALU_flag,
    output reg [1:0] RegDst,
    output reg [2:0] PC_source,  
    output reg [2:0] ALU_op,    
    output reg [2:0] i_or_d,
    output reg [7:0] MemtoReg,
    output reg    reset_out
);
reg [2:0] COUNTER;
reg [1:0] STATE; 
parameter ST_COMMON = 2'b00;
parameter ST_ADD = 2'b01;
parameter ST_ADDI = 2'b10;
parameter ST_RESET = 2'b11;
parameter ADD = 6'b000000;
parameter ADDI = 6'b001000;
parameter RESET = 6'b111111;
parameter R = 6'h0;  
parameter add_funct = 6'h20;
initial begin
    reset_out = 1'b1;
    RegDst = 2'b11;
    Reg_w = 1'b0;
end
always @(posedge clk) begin
    if (reset == 1'b1) begin
      if (STATE != ST_RESET) begin  
            STATE = ST_RESET;  
            PC_w = 1'b0;
            MEM_w = 1'b0;
            IR_w = 1'b0;
            Reg_w = 1'b0;
            AB_w = 1'b0;
            ULA_c = 3'b000;
            M_WREG = 1'b0;
            M_ULAA = 1'b0;
            M_ULAB = 2'b00;
            PC_source = 1'b0;
            MemRead = 1'b0;
            i_or_d = 3'b000;
            aluOut_w = 1'b0;
            ALUSrcA = 1'b0;
            ALUSrcB = 2'b00;
            ALU_op = 2'b00;
            RegDst = 2'b00;  
            MemtoReg = 7'b0000000;
            reset_out = 1'b1;
            COUNTER = 3'b000;  
        end
        else begin
            PC_w = 1'b0;
            MEM_w = 1'b0;
            IR_w = 1'b0;
            Reg_w = 1'b0;
            AB_w = 1'b0;
            ULA_c = 3'b000;
            M_WREG = 1'b0;
            M_ULAA = 1'b0;
            M_ULAB = 2'b00;
            PC_source = 1'b0;
            MemRead = 1'b0;
            i_or_d = 3'b000;
            aluOut_w = 1'b0;
            ALUSrcA = 1'b0;
            ALUSrcB = 2'b00;
            ALU_op = 2'b00;
            RegDst = 2'b00;  
            MemtoReg = 7'b0000000;
            reset_out = 1'b0;
            COUNTER = 3'b000;  
        end
    end
    else begin
        case (STATE)
            ST_COMMON: begin
                if(COUNTER == 3'b000 || COUNTER == 3'b001 || COUNTER == 3'b010 ) begin
                    STATE = ST_COMMON; 
                    PC_w = 1'b0;
                    MEM_w = 1'b0;  
                    IR_w = 1'b0;
                    Reg_w = 1'b0;
                    AB_w = 1'b0;
                    ULA_c = 3'b001;  
                    M_WREG = 1'b0;
                    M_ULAA = 1'b0;
                    M_ULAB = 2'b01;  
                    reset_out = 1'b0; 
                    PC_source = 1'b0;
                    MemRead = 1'b1;  
                    i_or_d = 3'b000;
                    aluOut_w = 1'b0;
                    ALUSrcA = 1'b0;
                    ALUSrcB = 2'b11;  
                    ALU_op = 2'b00;
                    RegDst = 2'b00;  
                    MemtoReg = 7'b0000000;
                    COUNTER = COUNTER + 1;  
                end
                else if(COUNTER == 3'b011) begin
                    STATE = ST_COMMON; 
                    PC_w = 1'b1;
                    MEM_w = 1'b0; 
                    IR_w = 1'b1;  
                    Reg_w = 1'b0;
                    AB_w = 1'b0;
                    ULA_c = 3'b001;  
                    M_WREG = 1'b0;
                    M_ULAA = 1'b0;
                    M_ULAB = 2'b01; 
                    reset_out = 1'b0; 
                    PC_source = 1'b0;
                    MemRead = 1'b0;
                    i_or_d = 3'b000;
                    aluOut_w = 1'b0;
                    ALUSrcA = 1'b0;
                    ALUSrcB = 2'b01;
                    ALU_op = 2'b00;
                    RegDst = 2'b00;  
                    MemtoReg = 7'b0000000;
                    COUNTER = COUNTER + 1;  
                end
                else if(COUNTER == 3'b100) begin
                    STATE = ST_COMMON; 
                    PC_w = 1'b0;
                    MEM_w = 1'b0; 
                    IR_w = 1'b0; 
                    Reg_w = 1'b0;
                    AB_w = 1'b1;  
                    ULA_c = 3'b000;
                    M_WREG = 1'b0;
                    M_ULAA = 1'b0;  
                    M_ULAB = 2'b00;  
                    reset_out = 1'b0; 
                    PC_source = 1'b0;
                    MemRead = 1'b0;
                    i_or_d = 3'b000;
                    aluOut_w = 1'b0;
                    ALUSrcA = 1'b0;
                    ALUSrcB = 2'b00;  
                    ALU_op = 2'b00;
                    RegDst = 2'b00;  
                    MemtoReg = 7'b0000000;
                    COUNTER = COUNTER + 1;  
                end
                else if(COUNTER == 3'b101) begin
                    case (OPCODE)
                        R: begin
                            ALUSrcA = 1'b0;
                            ALUSrcB = 2'b00;  
                            ALU_op = 2'b00;
                            case(funct)
                                add_funct: begin
                                    STATE = ST_ADD;
                                end
                            endcase
                        end
                    endcase
                    PC_w = 1'b0;
                    MEM_w = 1'b0; 
                    IR_w = 1'b0; 
                    Reg_w = 1'b0;
                    AB_w = 1'b0;  
                    ULA_c = 3'b000;
                    M_WREG = 1'b0;
                    M_ULAA = 1'b0;  
                    M_ULAB = 2'b00;  
                    reset_out = 1'b0; 
                    COUNTER = 3'b000; 
                    PC_source = 1'b0;
                    MemRead = 1'b0;
                    i_or_d = 3'b000;
                    aluOut_w = 1'b0;
                    ALUSrcA = 1'b0;
                    ALUSrcB = 2'b00;  
                    ALU_op = 2'b00;
                    RegDst = 2'b00;  
                    MemtoReg = 7'b0000000;
                end
            end
            ST_ADD: begin
                if (COUNTER == 3'b000) begin
                    STATE = ST_ADD; 
                    PC_w = 1'b0;
                    MEM_w = 1'b0; 
                    IR_w = 1'b0; 
                    Reg_w = 1'b1;
                    AB_w = 1'b0; 
                    ULA_c = 3'b001;
                    M_WREG = 1'b1; 
                    M_ULAA = 1'b1;
                    M_ULAB = 2'b00; 
                    reset_out = 1'b0; 
                    MemtoReg = 7'b0000000;
                    PC_source = 1'b0;
                    MemRead = 1'b0;
                    i_or_d = 3'b000;
                    aluOut_w = 1'b0;
                    ALUSrcA = 1'b0;
                    ALUSrcB = 2'b00;  
                    ALU_op = 2'b00;
                    RegDst = 2'b01;  
                    COUNTER = COUNTER + 1;  
                end
                else if(COUNTER == 3'b001) begin
                    STATE = ST_COMMON;  
                    PC_w = 1'b0;
                    MEM_w = 1'b0; 
                    IR_w = 1'b0;    
                    Reg_w = 1'b1;
                    AB_w = 1'b0;  
                    ULA_c = 3'b001;
                    M_WREG = 1'b1;
                    M_ULAA = 1'b1;  
                    M_ULAB = 2'b00;  
                    reset_out = 1'b0; 
                    COUNTER = 3'b000; 
                    PC_source = 1'b0;
                    MemRead = 1'b0;
                    i_or_d = 3'b000;
                    aluOut_w = 1'b0;
                    ALUSrcA = 1'b0;
                    ALUSrcB = 2'b00;  
                    ALU_op = 2'b00;
                    RegDst = 2'b01;  
                end
            end
            ST_ADDI: begin
                if (COUNTER == 3'b000) begin
                    STATE = ST_ADDI; 
                    PC_w = 1'b0;
                    MEM_w = 1'b0; 
                    IR_w = 1'b0; 
                    Reg_w = 1'b1;
                    AB_w = 1'b0; 
                    ULA_c = 3'b001;
                    M_WREG = 1'b0; 
                    M_ULAA = 1'b1;
                    M_ULAB = 2'b10;  
                    reset_out = 1'b0; 
                    COUNTER = COUNTER + 1;  
                end
                else if(COUNTER == 3'b001) begin
                    STATE = ST_COMMON;  
                    PC_w = 1'b0;
                    MEM_w = 1'b0; 
                    IR_w = 1'b0; 
                    Reg_w = 1'b1;
                    AB_w = 1'b0;  
                    ULA_c = 3'b001;
                    M_WREG = 1'b0;  
                    M_ULAA = 1'b1; 
                    M_ULAB = 2'b10;  
                    reset_out = 1'b0; 
                    COUNTER = 3'b000; 
                end
            end
            ST_RESET: begin
                STATE = ST_RESET;  
                PC_w = 1'b0;
                MEM_w = 1'b0; 
                IR_w = 1'b0; 
                Reg_w = 1'b0;
                AB_w = 1'b0;  
                ULA_c = 3'b000;
                M_WREG = 1'b0;  
                M_ULAA = 1'b0; 
                M_ULAB = 2'b00;  
                reset_out = 1'b1; 
                COUNTER = 3'b000;  
            end
        endcase 
    end
end
endmodule
==> impl_metrics.env <==
# yosys + openroad results
export IMPL_area_leaders="dfxtp_1 (34%), buf_4 (17%), ha_1 (5.6%), a21oi_1 (3.1%), edfxtp_1 (2.7%)"
export IMPL_clock_root_buffer="clkbuf_8"
export IMPL_edf_count=1
export IMPL_hpwl_mm=2.06
export IMPL_io_buffers=28
export IMPL_ys_warn_count=3
export IMPL_yosysChipArea_um2=1120
export IMPL_grt_overflow_total=0
export IMPL_rsz0062_at_grt="false"
export IMPL_syn_instance_count=122
export IMPL_routed_wl_mm=2.47
export IMPL_grt_pass1_wl_mm=4.10
export IMPL_drt_iter0_drc=58
export IMPL_tightest_slew_ps=672
export IMPL_min_delay_path_depth=2
export IMPL_antenna_found_initial=0
export IMPL_warning_count=34
export IMPL_ys_types=38
export IMPL_power_leakage_nw=0.516
export IMPL_power_density_nw_per_um2=370
export IMPL_syn_cell_area_um2=1120
export IMPL_pwr_share_comb_pct=4.7
export IMPL_clk_pin_slew_ps=80
export IMPL_sw_frac_of_total_pct=17.3
export IMPL_fp_utilization_pct=25.4
export IMPL_yosys_cells=122
export IMPL_drc=0
export IMPL_avgSynthCellArea_um2=9.18
export IMPL_worst_setup_path_type="reg -> reg"
export IMPL_r2r_start="COUNTER[2]"
export IMPL_worst_ep_arrival_time_ps=2340
export IMPL_post_cts_buffers=0
export IMPL_max_freq_mhz=468
export IMPL_final_hold_viol_count=0
export IMPL_cts_tree="yes"
export IMPL_ios=59
export IMPL_required_ps=3400
export IMPL_cts_sinks=20
export IMPL_crit_fanout=10
export IMPL_cts_htree_levels=1
export IMPL_ys_async_sr_fraction_pct=0
export IMPL_rrSetupSlack_ps=1060
export IMPL_synth_seq_share_pct=36.6
export IMPL_ff_type="dfxtp_1"
export IMPL_gp_congestion=0.743
export IMPL_postCtsResizedCells=0
export IMPL_setup_violations_final=0
export IMPL_grt_usage_pct=6.36
export IMPL_internal_power_uw=434
export IMPL_die_h_um=88
export IMPL_drv_slew=0
export IMPL_cts_hold_buf=0
export IMPL_top_area_share_pct=34.0
export IMPL_holdPathEnd="AB_w"
export IMPL_vias_per_cell=4.27
export IMPL_vias=858
export IMPL_fin_setup_tns_ps=0
export IMPL_placed_area_um2=1350
export IMPL_fin_ws_ps=1060
export IMPL_synth_seq_cells=20
export IMPL_seqPwrFrac_pct=47.9
export IMPL_reg2reg_depth=6
export IMPL_ir_drop_uv=201
export IMPL_final_cell_area_um2=1420
export IMPL_outcome="finished clean"
export IMPL_cp_start_kind="register"
export IMPL_hold_start="AB_w"
export IMPL_row_count=24
export IMPL_chipWidth_um=88
export IMPL_ant_nets=0
export IMPL_reg2reg_to="RegDst[1]"
export IMPL_post_place_ws_ps=848
export IMPL_p_switching_uw=90.9
export IMPL_finalCritPeriodShare_pct=66.8
export IMPL_maxCapViolCount=0
export IMPL_min_period_ps=2140
export IMPL_grt_max_degree=16
export IMPL_min_path_type="reg -> reg"
export IMPL_layout_drive_gt1_share_pct=8.72
export IMPL_antenna_cells=0
export IMPL_clock_path_buffers=2
export IMPL_drt_first_pass_iters=3
export IMPL_clock_power_share_pct=47.4
export IMPL_cts_buffers=3
export IMPL_yosys_area_top_type="dfxtp_1"
export IMPL_wire_per_inst_um=12.3
export IMPL_die_area_um2=7740
export IMPL_area_growth_pct=26.8
export IMPL_clock_latency_ps=260
export IMPL_finalClockSkew_ps=5.50
export IMPL_grt_pass1_vias=915
export IMPL_slew_headroom_pct=54.9
export IMPL_end_kind="register"
export IMPL_core_area_um2=4410
==> area by class of cell <==
type	instances	area (um2)
clock buffers	3	41.3
clock inverters	1	30.0
fillers	464	2990
inverters	6	22.5
multi-input cells	91	571
flip-flops and latches	20	410
well taps	52	65.1
repair buffers	28	280
==> registers in the layout, indices dropped and copies added (netlist names) <==
| register | count |
|---|---|
| STATE | 4 |
| COUNTER | 3 |
| ALUSrcB | 2 |
| M_ULAB | 2 |
| RegDst | 2 |
| AB_w | 1 |
| M_ULAA | 1 |
| M_WREG | 1 |
| PC_w | 1 |
| Reg_w | 1 |
| ULA_c | 1 |
| reset_out | 1 |
==> per-stage QoR <==
stage | hold slack [ps] | std cells | total power [mW] | util, %
3_3_place_gp | 443 | 197 | 0.283 | 30.6
5_1_grt | 485 | 201 | 0.548 | 32.2
2_1_floorplan | 406 | 145 | 0.282 | -
6_report | 456 | 201 | 0.525 | 32.2
3_5_place_dp | 447 | 197 | 0.283 | 30.6
4_1_cts | 462 | 201 | 0.537 | 32.2
==> routing by layer <==
metal,routed length [um],global-route usage [%],part of all wire (%)
met1,1070,7.82,43
met2,1240,10.9,50
met3,154,2.15,6.2
met4,8,0.580,0.32
met5,0,0,0
==> synth_stat cells (2+ instances only) <==
| cell type | number |
|---|---|
| buf_4 | 26 |
| dfxtp_1 | 19 |
| nand2_1 | 8 |
| nor2_1 | 8 |
| a21oi_1 | 7 |
| inv_1 | 6 |
| ha_1 | 5 |
| nor3b_1 | 3 |
| o211ai_1 | 3 |
| o21a_1 | 3 |
| a21oi_2 | 2 |
| clkbuf_1 | 2 |
| nor3_1 | 2 |
| o21ai_0 | 2 |
| o22ai_1 | 2 |
| o2bb2ai_1 | 2 |
==> cells by family (layout without fill, tap and decap cells) <==
family / count (synthesis) / count (layout) / synth area share, %
fa+ha+maj: 5 / 5 / 5.59
other cells: 1 / 24 / 0.335
simple gates: 31 / 31 / 15.8
flops: 20 / 20 / 36.6
compound gates: 30 / 30 / 20.7
mux: 1 / 1 / 0.894
buf+inv: 34 / 38 / 20.1
==> critical path, stage by stage (launching register included) <==
cell and delay, ps:
dfxtp_1 480, inv_1 100, ha_1 280, or4b_4 570
or2_4 280, a21oi_2 210, and2_1 160
==> power by group through the flow <==
| stage | registers [mW] | clock network [mW] | logic [mW] |
|---|---|---|---|
| finish | 0.251 | 0.249 | 0.0249 |
| global route | 0.251 | 0.268 | 0.0283 |
| CTS | 0.251 | 0.259 | 0.0263 |
==> how the worst max path moves through the flow <==
stage / start / endpoint / slack [ps] / depth (start not counted)
6_report: COUNTER[2] / RegDst[1] / 1060 / 6
5_1_grt: COUNTER[2] / ALUSrcB[0] / 920 / 6
4_1_cts: COUNTER[2] / ALUSrcB[0] / 1050 / 6
==> layout by cell type (no fill, tap or decap), drive strengths merged, types with 2 or more instances in the layout <==
cell type	Yosys	layout
nor3	2	2
o21a	3	3
a21oi	9	9
ha	5	5
nand2	8	8
or2	2	2
o2bb2ai	2	2
o22a	2	2
nor2	8	8
o211ai	3	3
inv	6	6
o22ai	3	3
clkdlybuf4s50	0	28
dfxtp	19	19
conb	1	24
clkbuf	2	3
o21ai	2	2
nor3b	3	3
Power is estimated from default activity; no workload was simulated.
