## design.v

```verilog
module mux_ulaB(
    input wire [2:0] selector,  
    input wire [31:0] Data_0,  
    input wire [31:0] Data_1,  
    output wire [31:0] Data_out  
);
    wire [31:0] A1;  
    assign A1 = (selector[0]) ? 32'd4 : Data_0;
    assign Data_out = (selector[1]) ? Data_1 : A1;
endmodule
```

## run.sh

```bash
#!/bin/bash
# OpenROAD 26Q1-2900-gdf79404cd8, Yosys 0.63+post, stock flow scripts
make -C /OpenROAD-flow-scripts/flow DESIGN_CONFIG=/design/flow/config.mk WORK_HOME=/design/flow/orfs finish
```

## config.mk

```make
export PLATFORM = sky130hd
export DESIGN_NAME = mux_ulaB
export DESIGN_NICKNAME = mux_ulaB
export VERILOG_FILES = /design/flow/design.v
export SDC_FILE = /design/flow/constraint.sdc
export NUM_CORES = 4
export LEC_CHECK = 1
export CORE_AREA = 10 10 70 70
export DIE_AREA = 0 0 80 80
```

## constraint.sdc

```tcl
current_design mux_ulaB

set clk_period 4.0
set clk_io_pct 0.2

create_clock -name clk0 -period $clk_period

set non_clock_inputs [all_inputs -no_clocks]
set_input_delay [expr $clk_period * $clk_io_pct] -clock clk0 $non_clock_inputs
set_output_delay [expr $clk_period * $clk_io_pct] -clock clk0 [all_outputs]
```

==> results_slide.txt <==
Physical Implementation Snapshot

GRT
  • GR Util met2: roughly 15%
  • Routing usage on met1: roughly 8.6%
  • GRT Residual Overflow: 0
  • Met3 Use GR: roughly 1.9%
  • Initial antenna violation count: 0
  • Busiest layer in global routing: met2
  • Overall routing resource usage: just under 8%
  • Global-route wire length before repair: roughly 4000 µm
  • Vias in the first global route: around 780
  • Largest net degree at the start of global routing: 36

Timing
  • Actual slew at the worst max-slew pin: roughly 620 ps
  • Final tally of max-slew violations: 0
  • Setup TNS: 0 ps
  • Slew headroom: about 58%
  • Final worst setup slack: ~660 ps
  • Fin crit period: around 3300 ps
  • Final Setup Violations: 0
  • Max frequency: approximately 0.30 GHz
  • RSZ-0062 raised after global routing: false
  • Post-layout period usage: 83.5%
  • Final Hold Viols: 0

Power and ir drop
  • Logic gate share of total power: around 100%
  • Pint: 0.000112 W
  • Flop pwr share: 0%
  • Peak supply drop: 0.0328 mV
  • Clock power share: 0%
  • Leak pwr: 0.509 nW
  • Switching part of the total power: 21.0%
  • P_sw: between 0.00002 and 0.00003 W
  • Pwr/cell area: approximately 100 nW/µm²

Route
  • Drt initial violations: 9
  • Routed vias: 747
  • Drt pass-1 iters: 4
  • Antenna fix cells: 0
  • Wirelength per Cell: about 16 µm
  • DRC Markers: 0
  • Routed Antenna Nets: 0
  • Routed vias/inst: around 4.1
  • Post-Route WL: about 2900 µm

Final layout
  • Commonest cells after routing, fill and taps aside: clkdlybuf4s50_1, a22o_1, nand2_1, o21ai_1, nand2b_1
  • Share of cells above drive strength 1: 1.45%
  • Fin area: about 1400 µm²
  • Clock buf count: 0
  • FFs & Latches: 0
  • Most numerous logic cell after layout: clkdlybuf4s50_1
  • Post-Layout Cell Count: around 180
  • Area Growth Syn to Fin: 278%
  • Reg area: 0 µm²

Setup path
  • Critical path's most frequent cell: clkdlybuf4s50_1
  • Critical-path cell list: clkdlybuf4s50_1 > nor2_4 > a22o_1 > clkdlybuf4s50_1
  • CP endpoint kind: output pin
  • Slowest CP cell: nor2_4
  • Critical path class: in2out
  • Worst EP arrival: 2540 ps
  • CP peak stage delay: around 540 ps
  • Crit-path leading delay family: buffers and inverters
  • Buf/Inv on CP: 2
  • CP Max Fanout: 29
  • Crit path DRT: 3200 ps
  • Crit path launch type: input port

Floorplanning
  • Number of cell rows: 21
  • Die X: ~80 µm
  • Chip area: ~6400 µm²
  • Die height: ~80 µm
  • Ports: around 99
  • Core Util at FP: a little over a tenth
  • CORE AREA: about 3400 µm²

Place
  • Pre-CTS setup slack: 616 ps
  • Post-DP HPWL: 2530 µm
  • Placed cell count: 184
  • # port buffers: roughly 98
  • GP Congestion: 0.836
  • DP Area: around 1400 µm²

Job
  • Count of tool warnings: 33
  • Max Cap Viol: 0

Synthesis
  • Syn. warnings: 0
  • Post-synthesis cell count: roughly 46
  • Cell taking the most area after synthesis: a22o_1
  • Cell area after synthesis: 358 µm²
  • Yosys Instances: approximately 46
  • Mapped Avg Cell Area: 7.78 µm²
  • Yosys synthesis chip area: between 300 and 400 µm²
  • Netlist cell types: 9
  • Dominant cell area share: a little under three quarters
  • Top cells, area: a22o_1, buf_6, buf_2, o21ai_1, nand2b_1
  • Post-synth seq share: 0%

Clock network
  • Post-CTS setup buffers: 0
  • Hold_buf cts: 0
  • Post-CTS Resized: 0

Status
  • Status: completed

Min path
  • Hold crit path type: in2out
## per-stage QoR
stage	utilization (%)	total power, W	hold WS (ps)
CTS	39.6	0.000145	2510
finish	39.6	0.000142	2500
global placement	39.6	0.000144	2510
detailed placement	39.6	0.000144	2510
global route	39.6	0.000153	2550
floorplan	-	0.0000294	1660
## path summary, 6_finish.rpt
check              startpoint            to  slack (ps)  depth (start not counted)
hold / removal      Data_1[2]   Data_out[2]        2500                          4
setup / recovery  selector[0]  Data_out[13]         660                          4
## synth_stat cells
library cell,instances
nor2_1,1
buf_6,2
nand2b_1,2
buf_2,4
o21ai_1,3
nor2_4,1
buf_4,1
a22o_1,29
nand2_1,3
## area by class of cell
class | instances | area [µm²]
Fill cell | 343 | 2060
Timing Repair Buffer | 99 | 988
Multi-Input combinational cell | 39 | 308
Tap cell | 46 | 57.6
## metal layers
layer	up-vias	wire, µm	share of wire, %
met1	322	1100	38
met4	0	0	0
met2	47	1490	52
met3	0	282	9.8
li1	378	-	-
met5	-	0	0
## cell families (layout without fill, tap and decap cells)
kind of cell / Yosys count / count (layout) / share of synthesized area (%)
AND-OR/OR-AND: 32 / 32 / 75.2
buffers and inverters: 7 / 99 / 14.0
AND/OR/NAND/NOR: 7 / 7 / 10.8
## power groups by stage
stage	Combinational [W]	Sequential (W)	Clock, W
after CTS	0.000145	0	0
after global routing	0.000153	0	0
final	0.000142	0	0
Power figures rest on the tool's default switching activity, not on a simulated workload.
