--- flow/config.mk ---
export PLATFORM = sky130hd
export DESIGN_NAME = unidade_controle
export DESIGN_NICKNAME = unidade_controle
export VERILOG_FILES = /design/flow/design.v
export SDC_FILE = /design/flow/constraint.sdc
export NUM_CORES = 4
export LEC_CHECK = 1
export CORE_UTILIZATION = 30
--- flow/constraint.sdc ---
current_design unidade_controle

set clk_period 2.9
set clk_io_pct 0.2

create_clock -name clk0 -period $clk_period [get_ports {clk}]

set non_clock_inputs [all_inputs -no_clocks]
set_input_delay [expr $clk_period * $clk_io_pct] -clock clk0 $non_clock_inputs
set_output_delay [expr $clk_period * $clk_io_pct] -clock clk0 [all_outputs]
--- flow/design.v ---
module unidade_controle(
        input wire clk,
        input wire reset,
        input wire [5:0] flags,  
        input wire [5:0] OPCODE,
            output reg [6:0] can_write, 
            output reg [1:0] PC_source,
            output reg       M_MEM_Adress,
            output reg       M_ULAA,
            output reg [1:0] M_ULAB,
            output reg [1:0] M_REG_adress,
            output reg [2:0] M_REG_data,
            output wire reset_out
);
        reg [3:0] COUNTER;
        reg [3:0] STATE;
        reg do_BRANCH;
        parameter ST_BUSCA  = 5'd0;
        parameter ST_ULA    = 5'd1;
        parameter ST_JR     = 5'd2;
        parameter ST_RESET  = 5'd3;
        parameter ST_BRANCH = 5'd4;
        parameter ST_OUTRO  = 5'd10;
        parameter ADD = 5'h20;
        parameter AND = 5'h24;
        parameter SUB = 5'h22;        
        parameter R     = 6'h0;
        parameter ADDI  = 6'h8;
        parameter ADDIU = 6'h9;
        parameter BEQ   = 6'h4;
        parameter BNE   = 6'h5;
        parameter BLE   = 6'h6;
        parameter BGT   = 6'h7;
        parameter LUI   = 6'hf;
        parameter J     = 6'h2;
        parameter JAL   = 6'h3;
        parameter RESET = 6'b111111;
initial begin
    M_MEM_Adress = 3'd0;
    PC_source = 1'b0;
    can_write = 6'd0;
    COUNTER = 4'd0;
    M_ULAB = 2'd1;
    M_ULAA = 1'b0;
    STATE = ST_BUSCA;
end
assign reset_out = ((STATE != ST_RESET) & (reset == 1'b1));
always @(posedge clk) begin
    if ((reset == 1'b1) || (STATE == ST_RESET)) begin  
            STATE = {(reset == 1'b1)?ST_RESET:ST_BUSCA};
        PC_source = 1'b0;
        can_write = 6'd0;
        M_ULAA = 1'b0;
        M_ULAB = 2'b00;
        COUNTER = 4'd0;
    end
    else begin  
        if (STATE == ST_BUSCA)   
        begin
            if (COUNTER == 0 || COUNTER == 1 || COUNTER == 2)    
            begin
                COUNTER = COUNTER + 1;
                M_MEM_Adress = 0;       
                can_write = 7'b000100;    
                    PC_source = 1'b0;
                    M_ULAB = 2'd0;
                    M_ULAA = 1'b0;
            end else
            if (COUNTER == 3)
            begin
                COUNTER = 4'd0;
                STATE = ST_OUTRO;
                case(OPCODE)
                        RESET:  STATE = ST_RESET;
                            R:  STATE = ST_ULA;
                         ADDI:  STATE = ST_ULA;
                        ADDIU:  STATE = ST_ULA;
                          BEQ:  STATE = ST_BRANCH;
                          BNE:  STATE = ST_BRANCH;
                          BLE:  STATE = ST_BRANCH;
                          BGT:  STATE = ST_BRANCH;
                endcase
            end
        end else
        if (STATE == ST_ULA)     
        begin
                if(COUNTER == 0 || COUNTER == 1 || COUNTER == 2) begin
                    COUNTER = COUNTER + 1;
                    can_write = 7'b0100000;  
                        M_ULAA = 1;
                        if(OPCODE == 6'd0) begin     
                            M_ULAB = 2'd0;               
                        end else begin               
                            M_ULAB = 2'd2;               
                        end
                end else if(COUNTER == 3) begin 
                    COUNTER = COUNTER + 1;
                    can_write = 7'b0100000;  
                    M_REG_data = 3'd1;       
                        M_ULAA = 1;
                        if(OPCODE == 6'd0) begin     
                            M_ULAB = 2'd0;               
                            M_REG_adress = 2'd1;         
                        end else begin               
                            M_ULAB = 2'd2;               
                            M_REG_adress = 2'd0;         
                        end
                end else if(COUNTER == 4 || COUNTER == 5) begin 
                    COUNTER = COUNTER + 1;
                    can_write = 7'b0001000;  
                        M_REG_data = 3'd1;       
                        if(OPCODE == 6'd0) begin     
                            M_REG_adress = 2'd1;         
                        end else begin               
                            M_REG_adress = 2'd0;         
                        end
                        M_ULAA = 1;
                        if(OPCODE == 6'd0) begin     
                            M_ULAB = 2'd0;               
                            M_REG_adress = 2'd1;         
                        end else begin               
                            M_ULAB = 2'd2;               
                            M_REG_adress = 2'd0;         
                        end
                end else if(COUNTER == 6 || COUNTER == 7) begin
                    COUNTER = COUNTER + 1;
                    can_write = 7'b0100000;  
                        PC_source = 0;   
                        M_ULAA = 0;      
                        M_ULAB = 2'd1;   
                end else if(COUNTER == 8) begin
                    COUNTER = COUNTER + 1;
                    can_write = 7'b0000001;  
                        PC_source = 0;   
                        M_ULAA = 0;      
                        M_ULAB = 2'd1;   
                end else begin
                    STATE = ST_BUSCA;    
                    can_write = 7'd0;    
                    COUNTER = 4'd0;      
                end
        end else
        if (STATE == ST_BRANCH)  
        begin
            if(COUNTER == 0 || COUNTER == 1 || COUNTER == 2)
            begin
                COUNTER = COUNTER + 1;
                can_write = 7'b0100000;  
                do_BRANCH = 0;
                    M_ULAA = 1;
                    if(OPCODE == 6'd0) begin     
                        M_ULAB = 2'd0;               
                    end else begin               
                        M_ULAB = 2'd2;               
                    end
            end else
            if(COUNTER == 3)
            begin
                COUNTER = COUNTER + 1;
                can_write = 7'd0;
                do_BRANCH = 0;
                case(OPCODE)
                    5'h4:   do_BRANCH =  flags[3];  
                    5'h5:   do_BRANCH = !flags[3];  
                    5'h6:   do_BRANCH = !flags[5];  
                    5'd7:   do_BRANCH =  flags[5];  
                endcase
            end else
            if(COUNTER == 4 || COUNTER == 5) begin
                COUNTER = COUNTER + 1;
                can_write = 7'b0100000;  
                    PC_source = 0;   
                    M_ULAA = 0;      
                    M_ULAB = {do_BRANCH? 2'd2 : 2'd1 };   
            end else if(COUNTER == 6) begin
                COUNTER = COUNTER + 1;
                can_write = 7'b0000001;  
                    PC_source = 0;   
                    M_ULAA = 0;      
                    M_ULAB = {do_BRANCH? 2'd2 : 2'd1 };   
            end else begin
                STATE = ST_BUSCA;    
                can_write = 7'd0;    
                COUNTER = 4'd0;      
            end
        end else
        if(OPCODE == LUI)        
        begin            
            if(COUNTER == 0 || COUNTER == 1 || COUNTER == 2) begin
                COUNTER = COUNTER + 1;
                can_write = 7'b0001000;  
                    M_REG_adress = 2'd0;     
                    M_REG_data = 3'd6;       
            end else if(COUNTER == 3 || COUNTER == 4) begin
                COUNTER = COUNTER + 1;
                can_write = 7'b0100000;  
                    PC_source = 0;   
                    M_ULAA = 0;      
                    M_ULAB = 2'd1;   
            end else if(COUNTER == 5) begin
                COUNTER = COUNTER + 1;
                can_write = 7'b0000001;  
                    PC_source = 0;   
                    M_ULAA = 0;      
                    M_ULAB = 2'd1;   
            end else begin
                STATE = ST_BUSCA;    
                can_write = 7'd0;    
                COUNTER = 4'd0;      
            end
        end
    end
end
endmodule
--- flow/run.sh ---
#!/bin/bash
# OpenROAD 26Q1-2900-gdf79404cd8, Yosys 0.63+post, stock flow scripts
make -C /OpenROAD-flow-scripts/flow DESIGN_CONFIG=/design/flow/config.mk WORK_HOME=/design/flow/orfs finish
==> ci_impl_report.md <==
### Flow metrics

| Metric | Value |
|---|---|
| Run status | `complete, no violations` |
| Combinational share of power | `29.2%` |
| Synth top cell by count | `nand2_1` |
| Register share after synthesis | `28.1%` |
| DRC | `0` |
| CP Class | `input pin to register` |
| Total grt overflow | `0` |
| Met3 Resource Use GR | `2.95%` |
| Htree depth | `1` |
| Clk_skew | `0.00444 ns` |
| Gr usage total | `16.2%` |
| FMAX | `0.404 GHz` |
| Post-CTS resize count | `0` |
| Crit-path slowest cell | `clkdlybuf4s50_1` |
| DP Cell Count | `289` |
| Slew Limit Fails | `0` |
| Final Critical Period | `2.47 ns` |
| Post-DP HPWL | `3000 um` |
| CP arrival | `2.45 ns` |
| First-pass GRT wire length | `6980 um` |
| Die footprint | `0.00575 mm^2` |
| MaxCap Viol Count | `0` |
| Worst rel slew slack | `55.6%` |
| Syn-to-layout area delta | `16.7%` |
| Final Non-Filler Cells | `293` |
| Antenna fix cells | `0` |
| Leakage | `0.662 nW` |
| Clock root buffer | `clkbuf_8` |
| Cts hold-fix bufs | `0` |
| Max Buffers Root-to-Sink | `2` |
| GR peak layer | `met1` |
| Routed wire length | `4150 um` |
| Synth cell count leaders | `nand2_1, nor2_1, a21oi_1` |
| Ys cells | `208` |
| Worst Hold Class | `register to register` |
| Worst hold stages | `2` |
| Clk ins delay skew pair | `0.26 ns` |
| Dominant synthesized flop cell | `dfxtp_1` |
| Routed vias | `1570` |
| Layout cells sized above 1 | `10.3%` |
| Ports | `33` |
| Hold wc startpoint | `can_write[3]$_SDFFE_PP0P_` |
| Antenna Nets Post-Route | `0` |
| Switching power | `0.228 mW` |
| Slowest stage delay, CP | `0.44 ns` |
| Final Hold Violation Tally | `0` |
| Initial antenna violation count | `0` |
| Synth flops | `19` |
| Setup TNS | `0 ns` |
| Int Pwr | `0.480 mW` |
| Final Power | `0.708 mW` |
| Vias in the first global route | `1423` |
| Initial DRT Pass Iterations | `4` |
| M2 GR Usage | `24.0%` |
| # Post-CTS Setup Buffers | `0` |
| CP startpoint | `OPCODE[5]` |
| Asr flop ratio synth | `0%` |
| Worst-path clk slew | `0.08 ns` |
| Switching portion of total power | `32.2%` |
| Crit. End Element | `register` |
| Pin count of the biggest net entering global routing | `19` |
| DIE WIDTH | `75.9 um` |
| Filler instances | `518` |
| CP cell instances | `clkdlybuf4s50_1, or2_2, or3_1, a21oi_1, o221ai_1, o311ai_0, buf_4` |
| CP Max Fanout | `5` |
| Die Span Y | `75.9 um` |
| GR Layer Usage met1 | `24.9%` |
| GPL Wtd Cong | `0.970` |
| Mapped Avg Cell Area | `7.87 um^2` |
| Mapped Area | `0.00164 mm^2` |
| CTS tree | `done` |
| Iteration-0 DRC Markers | `91` |
| Distinct lib cells | `56` |
| Number of enable flip-flop cells | `8` |
| I/O Buffers | `21` |
| Clk pwr share | `27.0%` |
| Period utilization | `85.3%` |
| Tightest hold margin | `0.454 ns` |
| Synthesis Warnings | `4` |
| Drt wl/cell | `14.2 um` |
| Reg2reg start | `STATE[1]$_DFFE_PP_` |
| YS chip area | `0.00164 mm^2` |
| VDD IR max | `0.175 mV` |
| CTS Buf Count | `3` |
| Core Area | `0.00517 mm^2` |
| RSZ-0062 raised after global routing | `false` |
| Area leader, netlist | `edfxtp_1` |
| CP Launch Type | `input pin` |
| TritonCTS Sinks | `19` |
| Tool Warnings | `33` |
| Top area contributor share | `14.7%` |
| CP required | `2.88 ns` |
| Synth Instances | `208` |
| Power Density | `371 mW/mm^2` |
| Worst Max-Slew Pin Slew | `0.665 ns` |
| Number of placement rows | `26` |
| R2R cell count | `6` |
| Reg power frac | `43.7%` |
| Via/cell ratio | `5.36` |
| Largest cells by area after synthesis | `edfxtp_1, dfxtp_1, nand2_1, a21oi_1, ha_1` |
| Fp util | `31.6%` |
| Final tally of setup violations | `0` |
==> final timing paths <==
check,to,slack (ns)
worst min-delay path,can_write[3]$_SDFFE_PP0P_,0.45
worst max register to register,STATE[1]$_DFFE_PP_,0.49
worst min register to register,can_write[3]$_SDFFE_PP0P_,0.45
worst max-delay path,STATE[1]$_DFFE_PP_,0.43
==> final cells by class <==
cell class	instances	area, um^2	share of cell area [%]
multi-input cells	160	1010	52.7
flip-flops and latches	19	460	24.1
repair buffers	29	270	14.1
well taps	70	87.6	4.58
clock buffers	4	45.0	2.36
inverters	11	41.3	2.16
==> per-stage QoR <==
step / setup slack, ns / util (%) / instance area, um^2
floorplan: 0.597 / - / 1660
global placement: 0.190 / 36.1 / 1870
detailed placement: 0.167 / 36.1 / 1870
CTS: 0.437 / 36.9 / 1910
global route: 0.299 / 36.9 / 1910
finish: 0.427 / 36.9 / 1910
==> kinds of logic (layout without fill, tap and decap cells) <==
kind of cell / after synthesis / in the layout / synth area share (%)
compound gates: 63 / 63 / 27.4
flops: 19 / 19 / 28.1
xor+xnor: 2 / 2 / 1.07
mux: 2 / 2 / 1.22
fa+ha+maj: 5 / 5 / 3.82
other cells: 1 / 7 / 0.229
simple gates: 81 / 81 / 26.3
buf+inv: 35 / 44 / 11.8
==> cell usage in the layout (no fill, tap or decap), types with 3 or more instances in the layout <==
cell type,synthesis,final
ha_1,5,5
nand4_1,5,5
a22oi_1,5,5
o31ai_1,3,3
conb_1,1,7
or4_1,3,3
or3_1,5,5
edfxtp_1,8,8
clkdlybuf4s50_1,0,21
clkbuf_8,0,3
a31oi_1,6,6
nor3_1,8,8
nor2_1,15,15
nor4_1,3,3
or2_2,4,4
dfxtp_1,11,11
o21ai_0,9,9
o221ai_1,3,3
buf_4,8,8
o22ai_1,4,4
inv_1,11,11
and3_1,3,3
a21oi_1,14,14
nand2_1,20,20
==> sequential cells by signal, summed over array words and instances, names as in the netlist <==
signal,count
do_BRANCH,1
M_REG_adress,1
COUNTER,4
can_write,4
M_REG_data,2
M_ULAA,1
STATE,4
M_ULAB,2
==> power by group through the flow <==
stage / logic (mW) / clock network [mW] / registers, mW
4_1_cts: 0.206 / 0.195 / 0.309
5_1_grt: 0.230 / 0.212 / 0.312
6_report: 0.207 / 0.191 / 0.310
==> routing by layer <==
| layer | up-vias | share of wire, % | wire (um) |
|---|---|---|---|
| li1 | 791 | - | - |
| met3 | 10 | 8.0 | 333 |
| met2 | 83 | 43 | 1800 |
| met1 | 686 | 46 | 1910 |
| met5 | - | 0 | 0 |
| met4 | 0 | 2.6 | 107 |
==> critical path: cells and delay by family <==
family,cells,cell delay (ns)
buffers and inverters,2,0.65
and+or+nand+nor,2,0.75
AOI/OAI and AO/OA,3,0.47
Power is estimated from default activity; no workload was simulated.
